==> design.v <==
module contador_num_time (
    input clk,  
    input enable_switch,  
    input reset_num,  
    output reg tick_segundo,  
    output reg [7:0] number  
);
initial begin
    tick_segundo = 0;
    number = 0;
end
parameter S = 50_000_000;  
reg [31:0] counter = 0;  
always @(posedge clk) begin
    if (!reset_num) begin
        counter <= 0;  
        number <= 0;  
        tick_segundo <= 0;  
    end else begin
        if (enable_switch) begin  
            if (counter == S - 1) begin  
                counter <= 0;  
                tick_segundo <= 1;  
                if (number == 99) begin  
                    number <= 0;  
                end else begin
                    number <= number + 1;  
                end
            end else begin  
                counter <= counter + 1;  
                tick_segundo <= 0;  
            end
        end else begin  
            counter <= 0;  
            tick_segundo <= 0;  
        end    
    end
end
endmodule
module driver_lcd (
    input clk,               
    input reset_num,           
    input [7:0] dado_a_enviar,  
    input rs_a_enviar,       
    input solicitar_escrita,  
    output reg [7:0] lcd_data_bus,  
    output reg lcd_en,              
    output reg lcd_rw,              
    output reg lcd_rs,              
    output reg escrita_concluida  
);
parameter VALOR_PULSO_MS = 50_000;
parameter IDLE = 0, PULSO_WRITE = 1, PULSO_WAIT = 2;
reg [1:0] estado_driver;  
reg [31:0] contador_pulso_ms;  
always @(posedge clk) begin
    if (!reset_num) begin  
        estado_driver <= IDLE;
        lcd_en <= 0;
        lcd_data_bus <= 0;
        lcd_rs <= 0;
        lcd_rw <= 0;  
        contador_pulso_ms <= 0;
        escrita_concluida <= 0;
    end else begin  
        lcd_rw <= 0;  
        escrita_concluida <= 0;  
        case (estado_driver)
            IDLE: begin
                lcd_en <= 0;  
                lcd_data_bus <= dado_a_enviar;  
                lcd_rs <= rs_a_enviar;          
                if (solicitar_escrita == 1) begin  
                    estado_driver <= PULSO_WRITE;
                    contador_pulso_ms <= 0;
                end
            end
            PULSO_WRITE: begin
                lcd_en <= 1;  
                if (contador_pulso_ms == (VALOR_PULSO_MS - 1)) begin  
                    estado_driver <= PULSO_WAIT;
                    contador_pulso_ms <= 0;
                end else begin
                    contador_pulso_ms <= contador_pulso_ms + 1;
                end
            end
            PULSO_WAIT: begin
                lcd_en <= 0;  
                if (contador_pulso_ms == (VALOR_PULSO_MS - 1)) begin  
                    estado_driver <= IDLE;
                    escrita_concluida <= 1;  
                end else begin
                    contador_pulso_ms <= contador_pulso_ms + 1;
                end
            end
            default: estado_driver <= IDLE;  
        endcase
    end
end
endmodule
module fsm_principal_lcd (
    input clk,                
    input reset_num,            
    input enable_switch,      
    output [7:0] lcd_data_bus_out,  
    output lcd_en_out,              
    output lcd_rw_out,              
    output lcd_rs_out               
);
wire tick_segundo;  
wire [7:0] number;     
wire escrita_driver_lcd_concluida;  
reg [7:0] dado_para_driver;      
reg rs_para_driver;              
reg solicitar_escrita_driver;    
contador_num_time contadores (
    .clk(clk),
    .reset_num(reset_num),       
    .enable_switch(enable_switch),    
    .tick_segundo(tick_segundo),  
    .number(number)              
);
driver_lcd driver_lcd (
    .clk(clk),
    .reset_num(reset_num),   
    .dado_a_enviar(dado_para_driver),
    .rs_a_enviar(rs_para_driver),
    .solicitar_escrita(solicitar_escrita_driver),
    .lcd_data_bus(lcd_data_bus_out),
    .lcd_en(lcd_en_out),
    .lcd_rw(lcd_rw_out),
    .lcd_rs(lcd_rs_out),
    .escrita_concluida(escrita_driver_lcd_concluida)
);
parameter S_INICIALIZAR_LCD_0 = 0,  
          S_INICIALIZAR_LCD_1 = 1,  
          S_INICIALIZAR_LCD_2 = 2,  
          S_INICIALIZAR_LCD_3 = 3,  
          S_INICIALIZAR_LCD_4 = 4,  
          S_ESPERAR_ATUALIZACAO = 5,  
          S_ENVIAR_COMANDO_POSICAO = 6,  
          S_ENVIAR_DIGITO_DEZENA = 7,  
          S_ENVIAR_DIGITO_UNIDADE = 8;  
reg [3:0] estado_principal;  
always @(posedge clk) begin
    if (!reset_num) begin  
        estado_principal <= S_INICIALIZAR_LCD_0;
        solicitar_escrita_driver <= 0;
    end else begin
        solicitar_escrita_driver <= 0;  
        case (estado_principal)
            S_INICIALIZAR_LCD_0: begin  
                dado_para_driver <= 8'h38;
                rs_para_driver <= 0;  
                solicitar_escrita_driver <= 1;
                if (escrita_driver_lcd_concluida == 1) estado_principal <= S_INICIALIZAR_LCD_1;
            end
            S_INICIALIZAR_LCD_1: begin  
                dado_para_driver <= 8'h0E;
                rs_para_driver <= 0;  
                solicitar_escrita_driver <= 1;
                if (escrita_driver_lcd_concluida == 1) estado_principal <= S_INICIALIZAR_LCD_2;
            end
            S_INICIALIZAR_LCD_2: begin  
                dado_para_driver <= 8'h01;
                rs_para_driver <= 0;  
                solicitar_escrita_driver <= 1;
                if (escrita_driver_lcd_concluida == 1) estado_principal <= S_INICIALIZAR_LCD_3;
            end
            S_INICIALIZAR_LCD_3: begin  
                dado_para_driver <= 8'h02;
                rs_para_driver <= 0;  
                solicitar_escrita_driver <= 1;
                if (escrita_driver_lcd_concluida == 1) estado_principal <= S_INICIALIZAR_LCD_4;
            end
            S_INICIALIZAR_LCD_4: begin  
                dado_para_driver <= 8'h06;
                rs_para_driver <= 0;  
                solicitar_escrita_driver <= 1;
                if (escrita_driver_lcd_concluida == 1) estado_principal <= S_ESPERAR_ATUALIZACAO;
            end
            S_ESPERAR_ATUALIZACAO: begin
                if (tick_segundo == 1) begin
                    estado_principal <= S_ENVIAR_COMANDO_POSICAO;
                end
            end
            S_ENVIAR_COMANDO_POSICAO: begin
                dado_para_driver <= 8'h80;
                rs_para_driver <= 0;  
                solicitar_escrita_driver <= 1;  
                if (escrita_driver_lcd_concluida == 1) estado_principal <= S_ENVIAR_DIGITO_DEZENA;
            end
            S_ENVIAR_DIGITO_DEZENA: begin
                dado_para_driver <= (number / 10) + 8'h30;
                rs_para_driver <= 1;  
                solicitar_escrita_driver <= 1;  
                if (escrita_driver_lcd_concluida == 1) estado_principal <= S_ENVIAR_DIGITO_UNIDADE;
            end
            S_ENVIAR_DIGITO_UNIDADE: begin
                dado_para_driver <= (number % 10) + 8'h30;
                rs_para_driver <= 1;  
                solicitar_escrita_driver <= 1;  
                if (escrita_driver_lcd_concluida == 1) estado_principal <= S_ESPERAR_ATUALIZACAO;  
            end
            default: estado_principal <= S_INICIALIZAR_LCD_0;  
        endcase
    end
end
endmodule
module top_level (
    input CLOCK_50,  
    input [0:0] KEY,       
    input [0:0] SW,  
    output [7:0] LCD_DATA,  
    output LCD_EN,          
    output LCD_RW,          
    output LCD_RS           
);
wire reset_n = !KEY[0];  
wire enable_sw_in = SW[0];  
fsm_principal_lcd fsm_principal_inst (
    .clk(CLOCK_50),
    .reset_num(reset_n),
    .enable_switch(enable_sw_in),
    .lcd_data_bus_out(LCD_DATA),
    .lcd_en_out(LCD_EN),
    .lcd_rw_out(LCD_RW),
    .lcd_rs_out(LCD_RS)
);
endmodule
==> run.sh <==
#!/bin/bash
# OpenROAD 26Q1-2900-gdf79404cd8, Yosys 0.63+post, stock flow scripts
make -C /OpenROAD-flow-scripts/flow DESIGN_CONFIG=/design/flow/config.mk WORK_HOME=/design/flow/orfs finish
==> config.mk <==
export PLATFORM = sky130hd
export DESIGN_NAME = top_level
export DESIGN_NICKNAME = top_level
export VERILOG_FILES = /design/flow/design.v
export SDC_FILE = /design/flow/constraint.sdc
export NUM_CORES = 4
export LEC_CHECK = 1
export CORE_UTILIZATION = 30
==> constraint.sdc <==
current_design top_level

set clk_period 6.8
set clk_io_pct 0.2

create_clock -name clk0 -period $clk_period [get_ports {CLOCK_50}]

set non_clock_inputs [all_inputs -no_clocks]
set_input_delay [expr $clk_period * $clk_io_pct] -clock clk0 $non_clock_inputs
set_output_delay [expr $clk_period * $clk_io_pct] -clock clk0 [all_outputs]
==> flow_metrics.py <==
# Auto-generated metrics
metrics = {
    "die": {
        "rows": 49,
        "fp-utilization": 0.306,
        "fp.dieH_microns": 138,
        "die_width_microns": 138,
        "count_of_pins_on_the_block_boundary": 14,
        "placeableCoreArea_sq_um": 18000,
        "design.die.area_sq_um": 19000,
    },
    "sta": {
        "final.setup_skew_ns": 0.00723,
        "number_of_failing_setup_endpoints_in_the_final_timing_report": 0,
        "timing_hold_violations_final": 0,
        "finalClockPeriodUsage": 0.666,
        "final_critical_period_ns": 4.53,
        "maxSlewHeadroom": 0.553,
        "setup-tns-final_ns": 0,
        "grt_setup_unrepaired": "no",
        "max_freq_mhz": 221,
        "max_slew.worst_pin.slew_ns": 0.669,
        "finalMaxSlewViolations": 0,
    },
    "clock_tree": {
        "cts_hold_buf": 0,
        "clock_buffer_count_from_cts": 9,
        "clk_latency_ns": 0.34,
        "cts-resized-gates": 0,
        "buffer_count_from_post_cts_setup_fixing": 0,
        "clock_sinks": 106,
        "clk_pin_slew_worst_paths_ns": 0.07,
        "clock-root-buffer": "sky130_fd_sc_hd__clkbuf_16",
        "cts_tree": "done",
        "clock_tree.htree_level_count": 3,
        "ctsLongestPathBuffers": 2,
    },
    "global_route": {
        "grt_overflow_total": 0,
        "overall_global_routing_usage": 0.118,
        "grt_pass1_wl_microns": 18100,
        "antenna_found_initial": 0,
        "maximum_number_of_pins_on_one_net_before_global_route_repair": 33,
        "grt_pass1_vias": 3841,
    },
    "critical_path": {
        "setup.worst_path.end_class": "flop",
        "cp-startpoint": "fsm_principal_inst.contadores.number[5]",
        "worst_setup_path_endpoint": "fsm_principal_inst.dado_para_driver[6]",
        "critical_path.max_fanout": 18,
        "critPathKind": "reg -> reg",
        "timing.reg2reg.worst_path_depth": 16,
        "timing.reg2reg.setup_slack_ns": 2.27,
        "cpPeakStageDelay_ns": 0.49,
        "worstPathCellList": "nor2_2 -> inv_1 -> ha_1 -> nand3b_1 -> a2bb2oi_2 -> o211ai_4 -> mux2i_1 -> o211a_1 -> xnor2_1 -> o211ai_1 -> nand3_1 -> nor2b_1 -> o21ai_0 -> ha_1 -> xnor2_1 -> a22o_1",
        "rr_startpoint": "fsm_principal_inst.contadores.number[5]",
        "r2r_end": "fsm_principal_inst.dado_para_driver[6]",
        "crit_slowest_cell": "sky130_fd_sc_hd__dfxtp_1",
        "worstPathArrival_ns": 4.62,
        "data_required_time_of_the_critical_path_ns": 6.90,
        "setup.worst_path.start_class": "flop",
    },
    "route": {
        "drtAntennaViolNets": 0,
        "drt_pass1_iterations": 4,
        "num_vias": 4245,
        "drt-wirelength-per-cell_microns": 11.9,
        "drt_drc_violations_left": 0,
        "detail_route.wirelength_microns": 10400,
        "detailedRoute.firstIterationViolations": 226,
        "antenna_cells_inserted": 0,
        "vias_per_cell": 4.87,
    },
    "logic_synthesis": {
        "synthDistinctLibCells": 82,
        "synth-edff-count": 9,
        "postSynthRegisterBits": 106,
        "synth_chip_area_sq_um": 5520,
        "synthesis.instances": 638,
        "postSynthAreaPerCell_sq_um": 8.66,
        "seq_area_frac_synth": 0.401,
        "ys_warn_count": 3,
        "synth_cell_area_sq_um": 5520,
        "yosys_cells": 638,
        "synth_largest_type_area_fraction": 0.352,
        "yosysTopAreaCell": "sky130_fd_sc_hd__dfxtp_1",
        "flop_cell": "sky130_fd_sc_hd__dfxtp_1",
        "fraction_of_registers_with_async_set_or_reset_after_synthesis": 0,
        "yosys-top-cells-area": "sky130_fd_sc_hd__dfxtp_1 35%, sky130_fd_sc_hd__nor2_1 8.4%, sky130_fd_sc_hd__xor2_1 6.7%",
    },
    "final_layout": {
        "drive_gt1_frac": 0.0669,
        "finalInstanceArea_sq_um": 6110,
        "final-seq-area_sq_um": 2210,
        "area_delta_synth_final_pct": 10.7,
        "filler_cell_count": 1838,
        "combGateArea_sq_um": 3140,
    },
    "min_path": {
        "holdCritPathClass": "reg -> reg",
    },
    "placement": {
        "place_congestion": 0.909,
        "placement.cell_area_sq_um": 5830,
        "dpl.hpwl_microns": 7260,
        "port_buffers": 12,
    },
    "job": {
        "log.warning_count": 28,
        "timing.max_cap.violations": 0,
    },
    "power": {
        "vdd_drop_max_v": 0.000205,
        "p_leak_uw": 0.00209,
        "power.density_nw_per_um2": 192,
    },
    "outcome": {
        "status": "finished clean",
    },
}
## layout make-up
class | count | area share
Clock buffer | 10 | 0.0391
Clock inverter | 6 | 0.00798
Inverter | 16 | 0.00982
Multi-Input combinational cell | 492 | 0.514
Sequential cell | 106 | 0.362
Tap cell | 229 | 0.0469
Timing Repair Buffer | 13 | 0.0209
## worst max-delay path, delay by kind of cell (launching register included)
| kind | cells | cell delay (ns) |
|---|---|---|
| DFF | 1 | 0.49 |
| xor gates and xnor gates | 2 | 0.22 |
| buffers and inverters | 1 | 0.13 |
| and+or+nand+nor | 4 | 0.94 |
| AOI/OAI and AO/OA | 6 | 1.40 |
| adders and majority gates | 2 | 0.66 |
| muxes | 1 | 0.44 |
## sequential cells by signal, summed over array words and instances, names as in the netlist
signal,flops
fsm_principal_inst.contadores.counter,32
fsm_principal_inst.driver_lcd.lcd_rs,1
fsm_principal_inst.driver_lcd.lcd_en,1
fsm_principal_inst.solicitar_escrita_driver,1
fsm_principal_inst.contadores.number,8
fsm_principal_inst.dado_para_driver,8
fsm_principal_inst.estado_principal,9
fsm_principal_inst.contadores.tick_segundo,1
fsm_principal_inst.driver_lcd.lcd_data_bus,8
fsm_principal_inst.driver_lcd.escrita_concluida,1
fsm_principal_inst.driver_lcd.estado_driver,3
fsm_principal_inst.driver_lcd.contador_pulso_ms,32
fsm_principal_inst.rs_para_driver,1
## layout by cell type, fill, tap and decap left out, types with 3 or more instances in the layout
cell type / netlist / layout
sky130_fd_sc_hd__nand3_1: 29 / 29
sky130_fd_sc_hd__and3b_1: 3 / 3
sky130_fd_sc_hd__o211a_1: 4 / 4
sky130_fd_sc_hd__nor4_1: 9 / 9
sky130_fd_sc_hd__o21ai_0: 21 / 21
sky130_fd_sc_hd__a21oi_1: 20 / 20
sky130_fd_sc_hd__and3_1: 12 / 12
sky130_fd_sc_hd__clkbuf_16: 0 / 9
sky130_fd_sc_hd__xor2_1: 42 / 42
sky130_fd_sc_hd__xnor2_1: 28 / 28
sky130_fd_sc_hd__mux2i_1: 21 / 21
sky130_fd_sc_hd__and2_1: 5 / 5
sky130_fd_sc_hd__nand4_1: 15 / 15
sky130_fd_sc_hd__nor3_1: 12 / 12
sky130_fd_sc_hd__nor2_1: 124 / 124
sky130_fd_sc_hd__nor2b_1: 7 / 7
sky130_fd_sc_hd__or3_1: 9 / 9
sky130_fd_sc_hd__inv_1: 15 / 15
sky130_fd_sc_hd__nor4b_1: 5 / 5
sky130_fd_sc_hd__ha_1: 7 / 7
sky130_fd_sc_hd__nand2_1: 40 / 40
sky130_fd_sc_hd__dfxtp_1: 97 / 97
sky130_fd_sc_hd__edfxtp_1: 9 / 9
sky130_fd_sc_hd__or2_2: 4 / 4
sky130_fd_sc_hd__clkdlybuf4s50_1: 0 / 12
sky130_fd_sc_hd__nor3b_1: 3 / 3
sky130_fd_sc_hd__nand2b_1: 7 / 7
## synth_stat cells, types with 2 or more instances
| cell | instances |
|---|---|
| sky130_fd_sc_hd__dfxtp_1 | 97 |
| sky130_fd_sc_hd__and2_1 | 5 |
| sky130_fd_sc_hd__or4_1 | 2 |
| sky130_fd_sc_hd__nor4_1 | 9 |
| sky130_fd_sc_hd__a22oi_1 | 2 |
| sky130_fd_sc_hd__and4_1 | 2 |
| sky130_fd_sc_hd__o21ai_0 | 21 |
| sky130_fd_sc_hd__and3b_1 | 3 |
| sky130_fd_sc_hd__mux2i_1 | 21 |
| sky130_fd_sc_hd__o32ai_1 | 2 |
| sky130_fd_sc_hd__o21ai_1 | 2 |
| sky130_fd_sc_hd__nor2_1 | 124 |
| sky130_fd_sc_hd__nor2b_1 | 7 |
| sky130_fd_sc_hd__edfxtp_1 | 9 |
| sky130_fd_sc_hd__buf_4 | 4 |
| sky130_fd_sc_hd__o221ai_1 | 2 |
| sky130_fd_sc_hd__a32oi_1 | 2 |
| sky130_fd_sc_hd__nand2b_1 | 7 |
| sky130_fd_sc_hd__a21oi_1 | 20 |
| sky130_fd_sc_hd__mux2_2 | 2 |
| sky130_fd_sc_hd__o211a_1 | 4 |
| sky130_fd_sc_hd__ha_1 | 7 |
| sky130_fd_sc_hd__nand3_1 | 29 |
| sky130_fd_sc_hd__nor4b_1 | 5 |
| sky130_fd_sc_hd__xnor2_1 | 28 |
| sky130_fd_sc_hd__xor2_1 | 42 |
| sky130_fd_sc_hd__nand3b_1 | 2 |
| sky130_fd_sc_hd__inv_1 | 15 |
| sky130_fd_sc_hd__a311o_1 | 2 |
| sky130_fd_sc_hd__and3_1 | 12 |
| sky130_fd_sc_hd__nor3b_1 | 3 |
| sky130_fd_sc_hd__o211ai_2 | 2 |
| sky130_fd_sc_hd__buf_2 | 5 |
| sky130_fd_sc_hd__nand2_1 | 40 |
| sky130_fd_sc_hd__clkbuf_1 | 14 |
| sky130_fd_sc_hd__and2b_1 | 2 |
| sky130_fd_sc_hd__nor3_1 | 12 |
| sky130_fd_sc_hd__a21o_1 | 2 |
| sky130_fd_sc_hd__or3_1 | 9 |
| sky130_fd_sc_hd__or2_2 | 4 |
| sky130_fd_sc_hd__nand4_1 | 15 |
## worst min path at each step
| stage | start | endpoint | slack [ns] | cells after the start |
|---|---|---|---|---|
| final | fsm_principal_inst.solicitar_escrita_driver | fsm_principal_inst.driver_lcd.estado_driver[2] | 0.47 | 2 |
| after global routing | fsm_principal_inst.dado_para_driver[2] | fsm_principal_inst.driver_lcd.lcd_data_bus[2] | 0.50 | 2 |
| after CTS | fsm_principal_inst.solicitar_escrita_driver | fsm_principal_inst.driver_lcd.estado_driver[2] | 0.47 | 2 |
## kinds of logic (layout without fill, tap and decap cells)
logic type               after synthesis  in the layout  share of synthesized area
AND/OR/NAND/NOR                      302            302                      0.273
flip-flops                           106            106                      0.401
AND-OR/OR-AND                         89             89                      0.126
XOR/XNOR                              70             70                      0.111
buffers and inverters                 40             45                     0.0310
multiplexers                          23             23                     0.0421
adder cells (fa/ha/maj)                7              7                     0.0159
other                                  1              1                   0.000679
## layer usage
metal | vias up | GRT usage | routed length (microns)
li1 | 2241 | - | -
met1 | 1948 | 0.180 | 5500
met2 | 44 | 0.185 | 4470
met3 | 12 | 0.0128 | 245
met4 | 0 | 0.0159 | 150
met5 | - | 0 | 0
## metrics by stage
stage / utilization / total power, uW / hold slack (ns) / setup WS (ns) / std cells
floorplan: - / 677 / 0.437 / 2.80 / 638
finish: 0.339 / 1170 / 0.472 / 2.27 / 872
detailed placement: 0.323 / 691 / 0.461 / 2.30 / 856
global route: 0.339 / 1220 / 0.501 / 1.91 / 872
CTS: 0.339 / 1190 / 0.472 / 2.29 / 872
global placement: 0.323 / 691 / 0.458 / 2.37 / 856
## where the power goes
group,internal [uW],switching [uW]
clock network,262,237
logic,14.6,18.5
registers,636,6.34
total,913,262
No activity file was given, so power comes from the tool's default toggle rates.
